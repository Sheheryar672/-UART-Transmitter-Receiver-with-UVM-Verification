--- config.mk ---
export PLATFORM = sky130hd
export DESIGN_NAME = uart_top
export DESIGN_NICKNAME = uart_top
export VERILOG_FILES = /design/flow/design.v
export SDC_FILE = /design/flow/constraint.sdc
export NUM_CORES = 4
export LEC_CHECK = 1
export CORE_UTILIZATION = 40
--- constraint.sdc ---
current_design uart_top

set clk_period 4.9
set clk_io_pct 0.2

create_clock -name clk0 -period $clk_period [get_ports {clk}]

set non_clock_inputs [all_inputs -no_clocks]
set_input_delay [expr $clk_period * $clk_io_pct] -clock clk0 $non_clock_inputs
set_output_delay [expr $clk_period * $clk_io_pct] -clock clk0 [all_outputs]
--- design.v ---
interface uart_if;
    logic clk, rst;
    logic [7:0] i_tx_data;
    logic [3:0] i_len;
    logic [16:0] i_baud;
    logic i_tx_str, i_rx_str;
    logic i_parity_ty, i_parity_en, i_stop2;
    logic o_tx_done, o_rx_done;
    logic o_tx_er, o_rx_er;
    logic [7:0] o_rx;
endinterface
 module clk_gen(
    input  logic clk, rst,
    input  logic [16:0] i_baud,
    output logic o_tx_clk, o_rx_clk
);
int tx_max = 0, rx_max = 0;  
int tx_cnt = 0, rx_cnt = 0;
logic rx_clk, tx_clk;
always @(posedge clk) begin
    if(rst) begin
        tx_max <= 0;
        rx_max <= 0;
    end else begin
        case (i_baud)
            4800: begin 
                tx_max <= 14'd10416;  
                rx_max <= 11'd651;   
            end
            9600: begin  
                tx_max <= 14'd5208;
                rx_max <= 11'd325;
            end
            14400: begin 
                tx_max <= 14'd3472;
                rx_max <= 11'd217;
            end
            19200: begin
                tx_max <= 14'd2604;
                rx_max <= 11'd163;
            end
            38400: begin
                tx_max <= 14'd1302;
                rx_max <= 11'd81;
            end
            57600: begin 
                tx_max <= 14'd868;
                rx_max <= 11'd54;
            end
            default: begin 
                tx_max <= 14'd5208;  
                rx_max <= 11'd325;
            end 
        endcase
    end
end
always @(posedge clk) begin
    if (rst) begin
        tx_cnt <= 0;
        tx_max <= 0;
        tx_clk <= 0;
    end else begin
        if (tx_cnt <= tx_max / 2) begin
            tx_cnt <= tx_cnt + 1;
        end else begin
            tx_cnt <= 0;
            tx_clk <= ~tx_clk;
        end
    end
end
always@(posedge clk) begin
    if (rst) begin
        rx_cnt <= 0;
        rx_max <= 0;
        rx_clk <= 0;
    end else begin
        if(rx_cnt < rx_max / 2) begin 
            rx_cnt <= rx_cnt + 1;
        end else begin
            rx_cnt <= 0;
            rx_clk <= ~rx_clk;
        end
    end
end
assign o_rx_clk = rx_clk;
assign o_tx_clk = tx_clk;
endmodule
module uart_rx(
    input  logic rst, i_rx_clk, i_rx, i_rx_str,
    input  logic [3:0] i_len,
    input  logic i_parity_ty, i_parity_en,
    input  logic i_stop2,
    output logic [7:0] o_rx,
    output logic o_rx_done, 
    output logic o_rx_er     
);
logic parity = 0;
logic [7:0] data_temp = 0;
int cnt = 0, bit_cnt = 0;
typedef enum bit [2:0] {idle, start_bit, recv_data, check_parity, check_stop1, check_stop2, done} state_ty;
state_ty state, next_state;
always@(posedge i_rx_clk) begin     
    if(rst)
        state <= idle;
    else 
        state <= next_state; 
end
always@(*) begin         
    case(state)
        idle: begin
            o_rx = 1'b1;
            o_rx_done = 1'b0;
            o_rx_er = 1'b0;
            if(i_rx_str &&  !i_rx)
                next_state = start_bit;
            else
                next_state = idle;
        end
        start_bit: begin
            if (cnt == 7 && i_rx) begin      
                next_state = idle;
            end else if (cnt == 15) begin
                next_state = recv_data;
            end else begin
                next_state = start_bit;
            end
        end
        recv_data: begin
            if(cnt == 7) begin
                data_temp = {i_rx, data_temp[7:1]};
            end else if (cnt == 15 && bit_cnt == (i_len - 1)) begin
                case(i_len)
                    4'd5: o_rx = data_temp[7:3];
                    4'd6: o_rx = data_temp[7:2];
                    4'd7: o_rx = data_temp[7:1];
                    4'd8: o_rx = data_temp[7:0];
                    default: o_rx = 8'h00;
                endcase
                if(i_parity_ty)
                    parity = ^data_temp;
                else 
                    parity = ~^data_temp;
                if(i_parity_en)
                    next_state = check_parity;
                else 
                    next_state = check_stop1;
            end else begin
                next_state = recv_data;
            end                
        end
        check_parity: begin
            if(cnt == 7) begin
                if(i_rx == parity)
                    o_rx_er = 1'b0;  
                else  
                    o_rx_er = 1'b1;
            end else if (cnt == 15) begin
                next_state = check_stop1;
            end else begin
                next_state = check_parity;
            end
        end
        check_stop1: begin
            if(cnt == 7) begin
                if(i_rx != 1'b1)
                    o_rx_er = 1'b1;
                else 
                    o_rx_er = 1'b0;
            end else if (cnt == 15) begin
                if(i_stop2)
                    next_state = check_stop2;
                else 
                    next_state = done; 
            end else begin
                next_state = check_stop1;
            end
        end
        check_stop2: begin
            if(cnt == 7) begin
                if(i_rx != 1'b1)
                    o_rx_er = 1'b1;
                else 
                    o_rx_er = 1'b0;     
            end else if (cnt == 15) begin
                next_state = done;
            end else begin
                next_state = check_stop2;
            end
        end
        done: begin
            o_rx_done = 1'b1;
            next_state = idle;
            o_rx_er = 1'b0;
        end
    endcase
end
always@(posedge i_rx_clk) begin
    case(state)
        idle: begin
            cnt <= 0;
            bit_cnt <= 0;
        end
        start_bit: begin
            if(cnt < 15) 
                cnt <= cnt + 1;
            else 
                cnt <= 0;
        end
        recv_data: begin
            if(cnt < 15) begin
                cnt <= cnt + 1;
            end else begin 
                cnt <= 0;
                bit_cnt <= bit_cnt + 1;
            end
        end
        check_parity:  begin
            if(cnt < 15) 
                cnt <= cnt + 1;
            else 
                cnt <= 0;
        end
        check_stop1:  begin
            if(cnt < 15) 
                cnt <= cnt + 1;
            else 
                cnt <= 0;
        end
        check_stop2:  begin
            if(cnt < 15) 
                cnt <= cnt + 1;
            else 
                cnt <= 0;
        end
        done: begin
            cnt <= 0;
            bit_cnt <= 0;
        end
    endcase
end
endmodule
 module uart_top(
    input  logic clk, rst,
    input  logic [7:0] i_tx_data,
    input  logic [3:0] i_len,
    input  logic [16:0] i_baud,  
    input  logic i_tx_str, i_rx_str, 
    input  logic i_parity_ty, i_parity_en, i_stop2,
    output logic o_tx_done, o_rx_done,
    output logic o_tx_er, o_rx_er,
    output logic [7:0] o_rx 
 );
 logic tx_clk, rx_clk;
 logic tx_rx;
 clk_gen c_gen (clk, rst, i_baud, tx_clk, rx_clk);
 uart_tx u_tx (rst, tx_clk, i_tx_str, i_tx_data, i_len, i_parity_ty, i_parity_en, i_stop2, tx_rx, o_tx_done, o_tx_er);
 uart_rx u_rx (rst, rx_clk, tx_rx, i_rx_str, i_len, i_parity_ty, i_parity_en, i_stop2, o_rx, o_rx_done, o_rx_er);
 endmodule
 module uart_tx(
    input  logic rst, i_tx_clk, i_tx_str, 
    input  logic [7:0] i_tx_data,
    input  logic [3:0] i_len,    
    input  logic i_parity_ty,      
    input  logic i_parity_en,
    input  logic i_stop2,    
    output logic o_tx, o_tx_done, o_tx_er
 );
 logic [7:0] tx_reg;
 logic parity_bit = 0;
 integer cnt = 0;
 typedef enum logic [2:0] {idle, start_bit, send_data, send_parity, stop1_bit, stop2_bit, done} state_ty;
 state_ty state = idle, next_state = idle;
 always@(posedge i_tx_clk) begin
    if(i_parity_ty == 1'b1) begin    
        case(i_len)
            4'd5 : parity_bit <= ^(i_tx_data[4:0]); 
            4'd6 : parity_bit <= ^(i_tx_data[5:0]);
            4'd7 : parity_bit <= ^(i_tx_data[6:0]);
            4'd8 : parity_bit <= ^(i_tx_data[7:0]);
            default : parity_bit <= 1'b0;
        endcase
    end else begin   
        case(i_len)
            4'd5 : parity_bit <= ~^(i_tx_data[4:0]); 
            4'd6 : parity_bit <= ~^(i_tx_data[5:0]);
            4'd7 : parity_bit <= ~^(i_tx_data[6:0]);
            4'd8 : parity_bit <= ~^(i_tx_data[7:0]);
            default : parity_bit <= 1'b0; 
        endcase
    end
 end
 always@(posedge i_tx_clk) begin
    if (rst)
        state <= idle;
    else
        state <= next_state;
 end
 always@(*) begin
    case(state)
        idle: begin
            o_tx_done = 1'b0;
            o_tx = 1'b1;
            o_tx_er =  1'b0;
            tx_reg = {(8){1'b0}};
            if(i_tx_str) 
                next_state = start_bit;
            else
                next_state = idle;
        end
        start_bit: begin
            tx_reg = i_tx_data;
            o_tx = 1'b0;     
            next_state = send_data;
        end
        send_data: begin
            if (cnt < i_len - 1) begin
                next_state = send_data;
                o_tx = tx_reg[cnt];
            end else if (i_parity_en) begin
                o_tx = tx_reg[cnt];
                next_state = send_parity;
            end else begin
                o_tx = tx_reg[cnt];
                next_state = stop1_bit;
            end
        end
        send_parity: begin
            o_tx = parity_bit;
            next_state = stop1_bit;
        end
        stop1_bit: begin
            o_tx = 1'b1;
            if(i_stop2) 
                next_state = stop2_bit;
            else 
                next_state = done;
        end
        stop2_bit: begin
            o_tx = 1'b1;
            next_state = done;
        end
        done: begin
            o_tx_done = 1'b1;
            next_state = idle;
        end
        default: next_state = idle;
    endcase
 end
 always@(posedge i_tx_clk) begin
    case(state)
        idle: cnt <= 0;
        start_bit: cnt <= 0;
        send_data: cnt <= cnt + 1;
        send_parity: cnt <= 0;
        stop1_bit: cnt <= 0;
        stop2_bit: cnt <= 0;
        done: cnt <= 0;
        default: cnt <= 0;
    endcase
 end
 endmodule
--- run.sh ---
#!/bin/bash
# OpenROAD 26Q1-2900-gdf79404cd8, Yosys 0.63+post, stock flow scripts
make -C /OpenROAD-flow-scripts/flow DESIGN_CONFIG=/design/flow/config.mk WORK_HOME=/design/flow/orfs finish
==> results.toml <==
# implementation run metrics
[run_status]
outcome = "finished clean"

[route]
first_pass_iters = 7
drtIter0Drc = 437
routed_wl_um = 19000
antenna_left = 0
post_drt_wl_per_cell_um = 13.2
vias_per_cell = 5.14
drc_errors = 0
dr_total_vias = 7415

[timing]
period_minus_slack_ns = 2.36
fmax_mhz = 423
grt_setup_unrepaired = "false"
relSlewSlack_pct = 43.4
worst_pin_slew_ns = 0.843
finalSetupViolCount = 0
finClkSkew_ns = 0.00489
slew_viol_final = 0
period_used_pct = 48.2
untimed_endpoints = 210
unclocked_regs = 135
final-hold-violation-count = 0
fin_tns_setup_ns = 0

[power_and_ir_drop]
p_leak_uw = 0.00381
powerDensity_mw_per_mm2 = 148
ir_drop_uv = 203

[clock_tree]
cts-hold-fix-buffers = 0
cts_buffers = 9
cts_setup_buffers = 0
htreeDepth = 3
clock-root-buffer = "clkbuf_16"
cts_tree = "done"
worstSkewPairLatency_ns = 0.32
cts_resized = 0
clockBufferDepth = 2
clk_pin_slew_ns = 0.05

[logic_synthesis]
edf_count = 64
syn-cell-area_mm2 = 0.00999
syn_inst = 1095
ys.flop_type = "dfxtp_1"
ys_async_sr_fraction_pct = 0
top_area_share_pct = 21.0
yosys_warnings = 131
ys_top_cells_by_area = "dfxtp_1 21%, edfxtp_1 19%, xor2_1 8.2%"
ys.flops = 201
yosys-stat-area_mm2 = 0.00999
ys_types = 61
ys_cells = 1095
syn_avg_cell_area_um2 = 9.13
top_area_cell = "dfxtp_1"

[global_route]
grt_pass1_vias = 6847
grt_pass1_wl_um = 32500
grt_max_degree = 68
grt_usage_pct = 15.7
antenna_found_initial = 1
overflow = 0

[critical_path]
critPathCaptureType = "flop"
arrival_ns = 2.57
cp_max_fo = 6
crit_type = "flop to flop"
cp.required_ns = 5.10
startpoint_type = "flop"

[floorplanning]
initial_utilization_pct = 41.0
die_y_um = 160
rows = 57
coreArea_mm2 = 0.0244
dieArea_mm2 = 0.0256
pin_count = 48
die_w_um = 160

[min_path]
hp-class = "flop to flop"

[flow_run]
cap_violations = 0
openroad.warnings = 46

[finish]
stdcell_count = 1444
areaGrowthSynthToFinish_pct = 9.53
layout-drive-gt1-share_pct = 3.57

[placement]
gp_congestion = 0.831
portBuffers = 29
dp_hpwl_um = 13600
placedCellCount = 1427
layout by cell type (no fill, tap or decap), types with 4 or more instances in the layout:
cell	n
a21o_1	4
a21oi_1	38
a221oi_1	4
a22oi_1	4
a31oi_1	4
and2_1	7
and3_1	25
and4_1	13
buf_4	10
clkbuf_16	9
clkdlybuf4s50_1	29
dfxtp_1	104
dlxtn_1	32
edfxtp_1	64
ha_1	41
inv_1	28
nand2_1	69
nand2b_1	7
nand3_1	66
nand4_1	45
nor2_1	190
nor2b_1	11
nor3_1	20
nor4_1	31
o211ai_1	5
o21ai_0	27
or2_2	4
or3_1	17
xnor2_1	62
xor2_1	94
cells by family after synthesis:
family / share of synthesized area [%]
DFF: 40.3
buffers and inverters: 2.35
AOI/OAI and AO/OA: 6.42
latches: 4.81
and+or+nand+nor: 26.1
adders and majority gates: 5.13
other: 0.0375
xor gates and xnor gates: 14.1
muxes: 0.764
power by group:
part | internal, µW | switching (µW) | leakage [µW] | total, µW
Combinational | 90.2 | 159 | 0.00180 | 250
Clock | 421 | 218 | 0.000147 | 639
Sequential | 705 | 21.8 | 0.00187 | 726
synth_stat cells (3+ instances only):
master / number
nand2b_1: 7
a21o_1: 4
inv_1: 28
nand4_1: 45
clkbuf_1: 27
edfxtp_1: 64
dfxtp_1: 105
and4_1: 13
o21ai_0: 28
a222oi_1: 3
nand3_1: 66
a21oi_1: 38
o31ai_1: 3
nor3_1: 21
or2_2: 4
nor2_1: 190
and2_1: 7
xnor2_1: 62
or3_1: 17
a31oi_1: 4
nand2_1: 69
dlxtn_1: 32
nor4_1: 31
a22oi_1: 4
or4_1: 3
a221oi_1: 4
o211ai_1: 5
ha_1: 41
xor2_1: 94
nor2b_1: 11
and3_1: 25
o41ai_1: 3
worst max-delay path: stages, from the launching register on:
cell,delay [ns]
dfxtp_1,0.43
nand4_1,0.23
or4_1,0.65
nor4_1,0.56
nand3_1,0.17
xor2_1,0.16
nor2_1,0.05
metal layers:
layer  vias to the layer above  global-route usage, %  part of all wire (%)
li1                       3908                      -                     -
met1                      3399                   25.1                    50
met2                        89                   24.1                    45
met3                        17                   2.44                   3.8
met4                         2                   1.60                   1.2
met5                         -                      0                 0.073
area by class of cell:
| type | count | area (µm²) |
|---|---|---|
| antenna | 1 | 2.50 |
| sequential | 201 | 4510 |
| timing repair buffer | 39 | 365 |
| tap | 324 | 405 |
| multi-input combinational | 835 | 5260 |
| fill | 2328 | 13400 |
| clock buffer | 14 | 264 |
| inverter | 28 | 105 |
| clock inverter | 2 | 35.0 |
through the flow:
stage / instance area, µm² / hold slack, ns / utilization (%) / worst slack (ns) / total power (µW)
final: 10900 / 0.454 / 44.9 / 2.54 / 1610
after floorplan: 9990 / 0.413 / - / 2.83 / 907
after global routing: 10900 / 0.510 / 44.9 / 2.31 / 1690
after global placement: 10600 / 0.429 / 43.6 / 2.43 / 990
after CTS: 10900 / 0.446 / 44.9 / 2.54 / 1630
after detailed placement: 10600 / 0.434 / 43.6 / 2.41 / 993
path summary, 6_finish.rpt:
kind / startpoint / cells after the start / endpoint / slack (ns)
setup / recovery: c_gen.tx_cnt[11] / 6 / c_gen.tx_cnt[29] / 2.54
hold / removal: c_gen.rx_cnt[0] / 1 / c_gen.rx_cnt[0] / 0.45
setup reg to reg: c_gen.tx_cnt[11] / 6 / c_gen.tx_cnt[29] / 2.54
hold reg to reg: c_gen.rx_cnt[0] / 1 / c_gen.rx_cnt[0] / 0.45
No activity file was given, so power comes from the tool's default toggle rates.
